==> flow/design.v <==
module Controller(start, clk,rst,check_sh ,ov_res,OV,shenA,shenB ,clr,clrA, clrB,cntEn,ldshA,cntenA,
                ldshB,cntenB,ldcnt, inpRamEn, outRamEn, sel, regEnA, regEnB, done);
    input start, clk,rst,check_sh,ov_res ,OV;
    output reg shenA,shenB,clr,clrA, clrB,cntEn,ldshA,cntenA,ldshB,cntenB,ldcnt, inpRamEn, outRamEn, sel, regEnA, regEnB, done;
	reg[3:0] ps = 4'b0000, ns = 4'b0000;
    always @(posedge clk, posedge rst) begin
	if (rst)
		ps <= 4'b0000;
	else
        	ps <= ns;
    end
    always @ (ps,start,check_sh,ov_res,OV) begin
        case (ps)
            4'b0000: ns = (start) ? 4'b0001 : 4'b0000;
            4'b0001: ns = (start) ? 4'b0001 : 4'b0010;
            4'b0010: ns = 4'b0011;
            4'b0011: ns = 4'b0111;
            4'b0111: ns = (check_sh) ? 4'b0100 : 4'b1100;
	    4'b1100: ns = 4'b0111;
            4'b0100: ns = 4'b1000;  
            4'b1000: ns = (check_sh) ? 4'b1001 : 4'b1101;
		4'b1101: ns = 4'b1000;
            4'b1001: ns = 4'b0101;
            4'b0101: ns = 4'b1010;
            4'b1010: ns = (ov_res) ? 4'b1011 : 4'b1110;
		4'b1110: ns = 4'b1010;
            4'b1011: ns = (OV) ? 4'b0110 : 4'b0010;
            4'b0110: ns = 4'b0000;
        endcase
    end
    always @ (ps) begin
        {shenA,shenB,clr,clrA,clrB, cntEn,ldshA,cntenA,ldshB,cntenB,ldcnt, inpRamEn, outRamEn, sel, regEnA, regEnB, done} = 17'b0;
        case (ps)
            4'b0001: begin
                clr = 1'b1;
            end
            4'b0010: begin
                inpRamEn = 1'b1;
                clrA = 1'b1;
                clrB = 1'b1;
            end
            4'b0011: begin
                ldshA = 1'b1;
                cntEn = 1'b1;
            end
            4'b1100: begin
                shenA = 1'b1;
                cntenA = 1'b1;
            end
            4'b0100: begin
                sel = 1'b1;
                regEnA = 1'b1;
		        ldshA = 1'b1;
                clrB = 1'b1;
            end  
            4'b1101: begin
                shenA = 1'b1;
                cntenA = 1'b1;  
            end
            4'b1001: begin
                regEnB = 1'b1;
            end
            4'b0101: begin
                ldshB = 1'b1;
                ldcnt = 1'b1;
            end
            4'b1110: begin
                cntenB = 1'b1;
                shenB = 1'b1;
            end
            4'b1011: begin
                outRamEn = 1'b1;
            end
            4'b0110: begin
                done = 1'b1;
            end
        endcase
    end
endmodule
==> flow/run.sh <==
#!/bin/bash
# OpenROAD 26Q1-2900-gdf79404cd8, Yosys 0.63+post, stock flow scripts
make -C /OpenROAD-flow-scripts/flow DESIGN_CONFIG=/design/flow/config.mk WORK_HOME=/design/flow/orfs finish
==> flow/config.mk <==
export PLATFORM = sky130hd
export DESIGN_NAME = Controller
export DESIGN_NICKNAME = Controller
export VERILOG_FILES = /design/flow/design.v
export SDC_FILE = /design/flow/constraint.sdc
export NUM_CORES = 4
export LEC_CHECK = 1
export CORE_AREA = 10 10 75 75
export DIE_AREA = 0 0 85 85
==> flow/constraint.sdc <==
current_design Controller

set clk_period 2.4
set clk_io_pct 0.2

create_clock -name clk0 -period $clk_period [get_ports {clk}]

set non_clock_inputs [all_inputs -no_clocks]
set_input_delay [expr $clk_period * $clk_io_pct] -clock clk0 $non_clock_inputs
set_output_delay [expr $clk_period * $clk_io_pct] -clock clk0 [all_outputs]
==> results.ini <==
[run]
max_cap_viol_count = 0
warnings = 25

[critical_path]
end_kind = output pin
worstPathMaxFanout = 16
startpoint_type = flop
required_ns = 1.92
critPathArrivalTime_ns = 1.79
crit_type = reg -> out

[grt]
gr-usage-met3_pct = 1.64
grt.busiest_layer = met2
grt_max_degree = 18
antenna_found_initial = 0
first_global_vias = 453
met2_usage_pct = 6.47
track_usage_pct = 3.86
grt_pass1_wl_mm = 2.29
gr-usage-met1_pct = 4.47
overflow = 0

[route]
vias = 474
vias_per_cell = 3.67
routed_wl_mm = 1.38
ant_nets = 0
route.antenna.diode_count = 0
drt_iter0_drc = 60
dr.pass1.iters = 4
wl_per_cell_um = 10.7
drc = 0

[clocking]
cts_buffers = 3
cts_tree = done
clock_path_buffers = 2
post-cts-setup-buffer-count = 0
htree_levels = 1
path_clk_slew_ns = 0.03
root_buffer = clkbuf_8

[timing]
rsz0062_at_grt = false
fin_crit_ns = 2.27
unclocked_regs = 4
fin_hold_ws_ns = 0.454
worst_pin_slew_ns = 0.434
max_freq_ghz = 0.440
maxSlewViolCount = 0
tns_ns = 0
fin_crit_sh_pct = 94.7
hold_viol_final = 0
untimed_endpoints = 8
setup_viol = 0
maxSlewHeadroom_pct = 71.0

[logic_synthesis]
synth_flops = 8
ys_types = 24
edf_count = 0
yosysWarnings = 1
yosys.area.top_type = dfrtp_1
yosys_area_um2 = 475
async_reset_ff_share_pct = 50.0
ys.flop_type = dlxtn_1
ys_cells = 62
syn_inst = 62
top_cell_area_share_pct = 21.1
avgSynthCellArea_um2 = 7.67
area_leaders = dfrtp_1, buf_4, dlxtn_1, nand2b_1, nor2_1
syn_area_um2 = 475

[place]
gp_congestion = 0.780
hpwl_mm = 1.13
io_buffer_count = 22

[final_layout]
num-fill-cells = 447
areaGrowthSynthToFinish_pct = 55.8
mostFrequentLayoutCells = clkdlybuf4s50_1, nor2_1, nand2b_1, nand2_1, nor3_1
drive_above_1_share_pct = 6.33
mostFrequentLayoutCell = clkdlybuf4s50_1

[die]
ios = 23
fp.dieW_um = 85
rows = 23
die.size.y_um = 85
fp.coreArea_um2 = 4060
fp_util_pct = 11.7
die_area_um2 = 7230

[pwr]
share_seq_of_total_power_pct = 30.6
switching_power_mw = 0.0392
leakage_nw = 0.274
clkPwrFrac_pct = 63.6
power-per-cell-area_nw_per_um2 = 301
ir_drop_uv = 82.0
swShare_pct = 17.6
pwr-share-comb_pct = 5.8
p_int_mw = 0.183

[run_status]
status = complete, no violations

[min_path]
min_path_type = in -> async

==> routing by layer <==
metal,part of all wire (%),vias to the layer above
met5,0,-
met4,1.5,0
met3,7.2,3
met2,51,12
met1,40,216
li1,-,243
==> final timing paths <==
kind	start	endpoint	slack [ns]	cells past startpoint
max in group asynchronous	rst	ps[1]	1.79	2
setup / recovery	ps[0]	ldshA	0.13	3
hold / removal	rst	ps[0]	0.45	2
min in group clk0	ps[2]	ldshA	1.66	4
==> worst max-delay path, cell delays in order (launching register included) <==
cell,delay [ns]
dfrtp_1,0.52
or3_1,0.40
a21oi_1,0.16
clkdlybuf4s50_1,0.49
==> metrics by stage <==
stage / total power [mW] / utilization [%] / instance area, um2 / worst slack [ns] / cells
after floorplan: 0.0718 / - / 475 / 0.943 / 62
after global placement: 0.0820 / 17.2 / 698 / 0.352 / 126
after detailed placement: 0.0820 / 17.2 / 698 / 0.325 / 126
after CTS: 0.225 / 18.2 / 739 / 0.0931 / 129
after global routing: 0.236 / 18.3 / 741 / 0.00710 / 129
final: 0.223 / 18.3 / 741 / 0.127 / 129
==> sequential cells by signal (all words and copies together) (netlist names) <==
register and count:
ps 4, ns 4
==> cell families after synthesis <==
logic type	Yosys count	share of synthesized area [%]
AND/OR/NAND/NOR	31	32.1
AND-OR/OR-AND	12	18.4
buffers and inverters	11	15.8
flip-flops	4	21.1
latches	4	12.6
==> synth_stat cells, drive strengths merged (2+ instances only) <==
master and instances:
nor2 9, nor3 5, a21oi 2, dlxtn 4, inv 2, dfrtp 4, nand2 5, nand2b 7
buf 9
==> power by group through the flow <==
| stage | Clock (mW) | Combinational, mW | Sequential, mW |
|---|---|---|---|
| CTS | 0.144 | 0.0133 | 0.0681 |
| global route | 0.154 | 0.0142 | 0.0680 |
| finish | 0.142 | 0.0130 | 0.0681 |
==> repair_timing <==
| action | in CTS | in global routing |
|---|---|---|
| gates resized | 0 | 1 |
| endpoints found under the setup margin | 0 | 1 |
| hold buffers | 0 | 0 |
==> cell type report <==
class                           count  area [um2]  share of cell area, %
Timing Repair Buffer               23         228                   30.7
Multi-Input combinational cell     43         240                   32.4
Inverter                            2        7.51                   1.01
Sequential cell                     8         161                   21.8
Tap cell                           50        62.6                   8.45
Clock buffer                        3        41.3                   5.57
Power figures rest on the tool's default switching activity, not on a simulated workload.
