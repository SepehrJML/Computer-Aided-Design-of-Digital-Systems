[/design/flow/run.sh]
#!/bin/bash
# OpenROAD 26Q1-2900-gdf79404cd8, Yosys 0.63+post, stock flow scripts
make -C /OpenROAD-flow-scripts/flow DESIGN_CONFIG=/design/flow/config.mk WORK_HOME=/design/flow/orfs finish
[/design/flow/config.mk]
export PLATFORM = sky130hd
export DESIGN_NAME = rom
export DESIGN_NICKNAME = rom
export VERILOG_FILES = /design/flow/design.v
export SDC_FILE = /design/flow/constraint.sdc
export NUM_CORES = 4
export LEC_CHECK = 1
export CORE_AREA = 10 10 70 70
export DIE_AREA = 0 0 80 80
[/design/flow/constraint.sdc]
current_design rom

set clk_period 1.0
set clk_io_pct 0.2

create_clock -name clk0 -period $clk_period

set non_clock_inputs [all_inputs -no_clocks]
set_input_delay [expr $clk_period * $clk_io_pct] -clock clk0 $non_clock_inputs
set_output_delay [expr $clk_period * $clk_io_pct] -clock clk0 [all_outputs]
[/design/flow/design.v]
module rom #(parameter N=16,M=3) (input [M-1:0] addr,output signed[N-1:0] out_rom);
    reg [N-1:0] data [0:7];
    initial begin
	data[0] = 16'b0111111111111111;
        data[1] = 16'b1100000000000000;
        data[2] = 16'b0010101010101010;
        data[3] = 16'b1110000000000000;
        data[4] = 16'b0001100110011001;
        data[5] = 16'b1110101010101011;
        data[6] = 16'b0001001001001001;
        data[7] = 16'b1111000000000000;
    end
    assign out_rom = data[addr];
endmodule
==> load_flow_metrics.sql <==
-- generated from flow reports
INSERT INTO impl_metrics (metric_group, metric, value, unit) VALUES
('outcome', 'run_status', 'finished, violations left', ''),
('outcome', 'failed_checks', 'setup timing', ''),
('setup_path', 'crit_path_cell_trace', 'buf_8 -> buf_6 -> ha_2 -> mux2_4 -> buf_2', ''),
('synthesis', 'synth_warnings', '1', ''),
('detailed_routing', 'ant_nets', '0', ''),
('final_timing', 'grt_setup_unrepaired', 'true', ''),
('power_and_ir_drop', 'power', '231', 'uW'),
('floorplanning', 'ios', '19', ''),
('synthesis', 'ys_cells', '31', ''),
('placement', 'dp_hpwl', '728', 'um'),
('final_timing', 'achievable-frequency', '865', 'MHz'),
('min_path', 'hold_start', 'addr[0]', ''),
('grt', 'gr-total-overflow', '0', ''),
('grt', 'grt.total_usage', '2.86', '%'),
('grt', 'antenna_found_initial', '0', ''),
('final_timing', 'setup-violations-final', '15', ''),
('detailed_routing', 'vias', '296', ''),
('power_and_ir_drop', 'worst_ir_drop_vdd', '98.7', 'uV'),
('setup_path', 'critical_path_class', 'input port to output port', ''),
('setup_path', 'cpLargestDelayFamily', 'buffers and inverters', ''),
('final_layout', 'area.growth.synth_to_final', '162', '%'),
('setup_path', 'worst_setup_path_start_kind', 'input port', ''),
('final_timing', 'layout_worst_path_cycle_share', '116', '%'),
('placement', 'numPlacedInstances', '95', ''),
('final_layout', 'final_layout_top_logic_cells', 'buf_2 (12), buf_4 (9), buf_6 (9)', ''),
('final_timing', 'final_ws_setup', '-0.156', 'ns'),
('final_timing', 'hold_viol_final', '0', ''),
('run', 'max_cap_violations', '0', ''),
('final_layout', 'lay_top_count', 'buf_2', ''),
('final_timing', 'totalNegativeSetupSlack', '-1.10', 'ns'),
('setup_path', 'critPathMaxFanout', '4', ''),
('placement', 'routabilityCongestion', '0.740', ''),
('min_path', 'hold_path_cell_cnt', '4', ''),
('final_layout', 'final.clkbuf_count', '0', ''),
('final_timing', 'timing.hold.ws', '0.768', 'ns'),
('final_timing', 'count_of_pins_over_their_slew_limit', '0', ''),
('setup_path', 'slowest_stage_cell_crit_path', 'mux2_4', ''),
('synthesis', 'yosys.stat.seqShare', '0', '%'),
('setup_path', 'critical_path.n_buffers_inverters', '3', ''),
('placement', 'placedInstanceArea', '487', 'um^2'),
('final_layout', 'drive_above_1_share', '86.4', '%'),
('synthesis', 'syn_inst', '31', ''),
('synthesis', 'ys_area', '246', 'um^2'),
('grt', 'grt_start_max_net_pins', '8', ''),
('synthesis', 'synthesis.area', '246', 'um^2'),
('final_layout', 'fillCellCount', '387', ''),
('setup_path', 'cp_data_arrival_time', '0.96', 'ns'),
('detailed_routing', 'antenna_cells', '0', ''),
('detailed_routing', 'first_pass_iters', '2', ''),
('synthesis', 'distinct_lib_cells', '14', ''),
('floorplanning', 'chipArea', '6400', 'um^2'),
('final_timing', 'worst_slew_margin_rel', '90.6', '%'),
('detailed_routing', 'routed_via_density', '2.82', ''),
('placement', 'place_worst_setup_slack', '-0.920', 'ns'),
('setup_path', 'critPathRequiredTime', '0.80', 'ns'),
('floorplanning', 'core_area', '3420', 'um^2'),
('final_layout', 'final_cell_count_no_fill', '105', ''),
('setup_path', 'end_kind', 'output port', ''),
('placement', 'buffer_ports.inserted', '19', ''),
('final_layout', 'nFlopsAndLatches', '0', ''),
('detailed_routing', 'drt_wl_total', '963', 'um'),
('final_timing', 'period_minus_slack', '1.16', 'ns'),
('detailed_routing', 'drcViolationCount', '0', ''),
('floorplanning', 'die_height', '80', 'um'),
('min_path', 'hold_path_class', 'input port to output port', ''),
('final_layout', 'sequential_cell_area', '0', 'um^2'),
('grt', 'grt_first_pass_wirelength', '1550', 'um'),
('floorplanning', 'floorplan.core_util', '7.22', '%'),
('detailed_routing', 'route.detailed.wl_per_inst', '9.17', 'um'),
('floorplanning', 'die.size.x', '80', 'um'),
('floorplanning', 'placement_rows', '21', ''),
('grt', 'first_global_vias', '308', ''),
('detailed_routing', 'drt_iter0_drc', '1', ''),
('power_and_ir_drop', 'total_leakage_power', '0.295', 'nW'),
('synthesis', 'avg_synthesized_cell_area', '7.95', 'um^2'),
('power_and_ir_drop', 'cellPowerDensity', '358', 'nW/um^2'),
('final_timing', 'worst_slew_pin_slew', '0.137', 'ns'),
('min_path', 'hold_end', 'out_rom[12]', ''),
('final_layout', 'final_core_utilization', '18.9', '%'),
('setup_path', 'largest_stage_delay_on_the_critical_path', '0.24', 'ns'),
('run', 'openroad.warnings', '40', ''),
('final_layout', 'post-route-cell-area', '647', 'um^2');
[cell usage after synthesis (all sizes together)]
library cell	count	area (um^2)
a21oi	3	18.8
and2b	1	8.76
buf	6	48.8
clkbuf	1	3.75
ha	7	87.6
inv	2	7.51
mux2	2	22.5
mux2i	1	10.0
nand2	3	11.3
nor2	1	6.26
nor2b	1	6.26
o21ai	3	15.0
[layout make-up]
cell class	count	area, um^2	share of cell area, %
well taps	46	57.6	8.90
repair buffers	35	283	43.7
multi-input cells	22	279	43.1
inverters	2	27.5	4.26
[cells by family (layout without fill, tap and decap cells)]
logic type               Yosys count  after routing  share of synthesized area, %
adder cells (fa/ha/maj)            7              7                          35.5
buffers and inverters              9             37                          24.4
AND/OR/NAND/NOR                    6              6                          13.2
multiplexers                       3              3                          13.2
AND-OR/OR-AND                      6              6                          13.7
[metal layers]
| metal | vias to the layer above | GRT usage [%] | part of all wire, % |
|---|---|---|---|
| met3 | 0 | 0.455 | 5.3 |
| li1 | 152 | - | - |
| met4 | 0 | 0 | 0 |
| met2 | 10 | 4.74 | 42 |
| met1 | 134 | 4.02 | 52 |
| met5 | - | 0 | 0 |
[worst max-delay path by stage]
stage        from    endpoint  slack [ns]  cells past startpoint
6_report  addr[1]  out_rom[6]       -0.16                      5
5_1_grt   addr[0]  out_rom[6]       -0.18                      6
4_1_cts   addr[0]  out_rom[6]       -0.16                      6
[power by group]
| group | internal (mW) | total [mW] | leakage, nW | switching, mW |
|---|---|---|---|---|
| logic | 0.144 | 0.231 | 0.295 | 0.0875 |
| registers | 0 | 0 | 0 | 0 |
| clock network | 0 | 0 | 0 | 0 |
[what timing repair did]
item                       4_1_cts  5_1_grt
buffers inserted                10        0
pin swaps                        5        3
resized                         98        6
hold buffers                     0        0
setup endpoints to repair       16       16
Power figures rest on the tool's default switching activity, not on a simulated workload.
