--- design/flow/config.mk ---
export PLATFORM = sky130hd
export DESIGN_NAME = controller
export DESIGN_NICKNAME = controller
export VERILOG_FILES = /design/flow/design.v
export SDC_FILE = /design/flow/constraint.sdc
export NUM_CORES = 4
export LEC_CHECK = 1
export CORE_AREA = 10 10 70 70
export DIE_AREA = 0 0 80 80
--- design/flow/constraint.sdc ---
current_design controller

set clk_period 2.4
set clk_io_pct 0.2

create_clock -name clk0 -period $clk_period [get_ports {clk}]

set non_clock_inputs [all_inputs -no_clocks]
set_input_delay [expr $clk_period * $clk_io_pct] -clock clk0 $non_clock_inputs
set_output_delay [expr $clk_period * $clk_io_pct] -clock clk0 [all_outputs]
--- design/flow/design.v ---
module controller (input clk,start,empty,stall,ov0,ov1,ov2,ov,
                output reg clr,clrW,clr0,clr1,clr2,input clr_4,output reg ctrl_en,en,en0,en1,en2,ld,en_all,done);
    reg [2:0] ps=0,ns=0;
    always @(posedge clk) 
        ps <= ns;
    always @(ps,start,empty,stall) begin
        case (ps)
            3'b000: ns = (start) ? 3'b001 : 3'b000;
            3'b001: ns = (start) ?  3'b001 : 3'b010 ;
            3'b010: ns = (empty | stall) ? 3'b010 : 3'b011;
            3'b011: ns = (empty | stall) ? 3'b010 : 3'b011;
        endcase
    end
    assign clr =  (ps == 3'b001) ? 1'b1 :(empty | stall) ? 1'b0 :(ps == 3'b011) ? (ov2&ov1) : 1'b0;
	assign clrW =  (ps == 3'b001) ? 1'b1 : 1'b0;
    assign clr0 =(empty | stall) ? 1'b0 :(ps == 3'b001) ? 1'b1 : (ov0 & (ps == 3'b011)) ? 1'b1 : 1'b0;
    assign clr1 =(empty | stall) ? 1'b0 : (ps == 3'b001) ? 1'b1 : (ov0&ov1  & (ps == 3'b011)) ? 1'b1 : 1'b0;
    assign clr2 =(empty | stall) ? 1'b0 : (ps == 3'b001) ? 1'b1 : (ov0&ov1&ov2 & (ps == 3'b011)) ? 1'b1 : 1'b0;
    assign ctrl_en =( (ps == 3'b010) | (ps == 3'b011) ) ? 1'b1 : 1'b0;
    assign en = (empty | stall) ? 1'b0 : (ps == 3'b011) ? 1'b1 : 1'b0;
    assign en0 = (empty | stall) ? 1'b0 :(ps == 3'b011) ? 1'b1 : 1'b0;
    assign en1 = (empty | stall) ? 1'b0 :(ps == 3'b011) ? ov0 : 1'b0;
    assign en2 = (empty | stall) ? 1'b0 :(ps == 3'b011) ? (ov1&ov0) : 1'b0;
    assign ld = (empty | stall) ? 1'b0 :(ps == 3'b011) ? (ov2&ov1&ov0) : 1'b0;
    assign done = ((ps == 3'b011)| (ps == 3'b010)) ? ov : 1'b0;
    assign en_all = ((stall)) ? 1'b1 :   1'b0;
endmodule
--- design/flow/run.sh ---
#!/bin/bash
# OpenROAD 26Q1-2900-gdf79404cd8, Yosys 0.63+post, stock flow scripts
make -C /OpenROAD-flow-scripts/flow DESIGN_CONFIG=/design/flow/config.mk WORK_HOME=/design/flow/orfs finish
==> impl_metrics.csv <==
group,metric,value,unit
yosys,netlist_instances,29,
power,power_density,280,mW/mm^2
setup_path,crit_path_start_kind,"input pin",
job,cap_violations,0,
sta,unclocked_pins,2,
cts,cts_setup_buffers,0,
die,num_io_pins,22,
setup_path,crit_path_end_kind,"output pin",
power,total_power,0.145,mW
sta,hold_violations,0,
cts,clock-root-buffer,"clkbuf_4",
setup_path,crit_chain,"clkdlybuf4s50_1 -> nand4bb_4 -> nor2_1 -> clkdlybuf4s50_1",
grt,grt_pass1_vias,306,
sta,untimed_endpoints,2,
cts,cts_hold_buffers,0,
grt,track_usage,0.0313,
setup_path,worstPathArrival,1.79,ns
hold_path,min_path_type,"reg -> out",
sta,setup-tns-final,0,ns
route,wl_per_cell,10.1,um
placed_design,gp_congestion,0.747,
layout,drive_above_1_share,0.196,
layout,area_delta_synth_final,138,%
status,outcome,"complete, no violations",
setup_path,path_class,"in -> out",
cts,cts_tree,"built",
route,drtIter0Drc,0,
setup_path,critPathRequiredTime,1.92,ns
route,dr_total_vias,270,
grt,grt_max_degree,11,
yosys,syn_area_per_cell,7.51,um^2
sta,finalSetupViolations,0,
cts,clock_path_buffers,2,
route,first_pass_iters,1,
job,warnings,26,
yosys,synth_area,218,um^2
route,num_antenna_cells,0,
die,fp.dieH,80,um
sta,drv_slew,0,
die,fp.coreArea,0.00342,mm^2
sta,rsz0062_at_grt,"no",
die,rows,21,
yosys,yosys_warnings,14,
die,dieArea,0.00640,mm^2
yosys,synth_flops,4,
cts,numCtsBuffers,3,
power,leakage,0.221,nW
placed_design,preCtsSetupSlack,-0.0824,ns
die,die_w,80,um
route,routed_wl,980,um
yosys,ys_area,218,um^2
route,drc,0,
setup_path,critPathMaxFanout,4,
placed_design,dp_hpwl,805,um
sta,fmax,0.441,GHz
power,irDropWorstVdd,0.0887,mV
setup_path,critPathTopFamily,"buffers and inverters",
placed_design,numPortBuffers,20,
yosys,ys_cells,29,
sta,period_needed,2.27,ns
route,viasPerCell,2.78,
sta,fin_ws,0.132,ns
yosys,yosysUniqueCellTypes,18,
grt,grt_pass1_wl,1550,um
cts,path_clk_slew,0.03,ns
setup_path,crit_top_cell,"clkdlybuf4s50_1",
setup_path,cp_slowest_cell,"clkdlybuf4s50_1",
setup_path,path_buffers,2,
setup_path,slowest_delay,0.48,ns
grt,gr-total-overflow,0,
cts,htree_num_levels,1,
grt,antenna_found_initial,0,
sta,finalClockPeriodUsage,0.945,
route,postRouteAntennaNets,0,
die,fp_util,0.0637,
==> what timing repair did <==
item,in CTS,in global routing
pin swaps,1,0
gates resized,8,3
endpoints found under the setup margin,7,2
==> Yosys cell counts (all sizes together) <==
cell type | number | area share
mux2 | 1 | 0.052
a21boi | 1 | 0.034
conb | 1 | 0.017
nand3 | 1 | 0.023
dfxtp | 2 | 0.18
and2 | 1 | 0.029
nor2 | 4 | 0.069
or3b | 1 | 0.040
dlxtn | 2 | 0.14
clkbuf | 1 | 0.017
nand2 | 1 | 0.017
nand4bb | 2 | 0.10
nor2b | 1 | 0.029
a21o | 1 | 0.034
inv | 3 | 0.052
a21oi | 3 | 0.069
buf | 3 | 0.092
==> layout by cell type, fill, tap and decap left out, drive strengths merged <==
cell type	Yosys	routed
nand4bb	2	2
dlymetal6s2s	0	1
nor2	4	4
or3b	1	1
mux2	1	1
buf	3	2
a21boi	1	1
clkbuf	1	3
nand2	1	1
clkdlybuf4s50	0	15
conb	1	2
inv	3	3
a21oi	3	3
dfxtp	2	2
and2	1	1
nand3	1	1
a21o	1	1
dlygate4sd2	0	4
nor2b	1	1
dlxtn	2	2
==> through the flow <==
step	std cells	utilization	hold slack, ns	area [um^2]
3_5_place_dp	94	0.138	1.32	470
3_3_place_gp	94	0.138	1.32	470
2_1_floorplan	30	-	0.880	221
6_report	97	0.152	1.44	518
5_1_grt	97	0.152	1.50	518
4_1_cts	97	0.149	1.47	510
==> layer usage <==
layer	share of wire	wire, um	global-route usage
met5	0	0	0
met4	0.0082	8	0.00704
met3	0.19	183	0.0284
met2	0.42	415	0.0506
met1	0.38	372	0.0286
==> worst min-delay path: stages (launching register included) <==
cell	delay [ns]
dfxtp_1	0.35
a21boi_1	0.15
dlygate4sd2_1	0.24
==> state kept, by name, indices dropped and copies added (netlist names) <==
name and flops:
ps 2, ns 2
==> cells by family (layout without fill, tap and decap cells) <==
family | after synthesis | count (layout) | synth area share
other | 1 | 2 | 0.0172
latches | 2 | 2 | 0.138
AND/OR/NAND/NOR | 11 | 11 | 0.310
AND-OR/OR-AND | 5 | 5 | 0.138
buffers and inverters | 7 | 28 | 0.161
flip-flops | 2 | 2 | 0.184
multiplexers | 1 | 1 | 0.0517
==> final cells by class <==
class	instances	area, um^2
well taps	46	57.6
clock buffers	3	22.5
fillers	393	2900
multi-input cells	19	144
flip-flops and latches	4	70.1
inverters	3	11.3
repair buffers	22	213
==> final timing paths <==
path / slack [ns] / end / depth (start not counted) / from
max: 0.13 / en1 / 4 / empty
min: 1.44 / clr / 2 / ps[0]
max reg2reg: 1.14 / ps[0] / 2 / ps[1]
==> power breakdown <==
group	internal [mW]	switching, mW
sequential	0.0363	0.00153
clock	0.0551	0.0184
combinational	0.0234	0.0104
total	0.115	0.0303
Power figures rest on the tool's default switching activity, not on a simulated workload.
